--- /design/flow/design.v ---
module bin2BCD(
    input logic [7:0] bin,
    output logic [3:0] dez,
    output logic [3:0] und
    );
	integer i;
	always_comb begin
		dez = 4'b0000;
		und = 4'b0000;
		for (i=7; i>=0; i=i-1) begin
			if (dez >= 4'd5) dez = dez + 4'd3;
			if (und >= 4'd5) und = und + 4'd3;
			dez = dez << 1;
			dez[0] = und[3];
			und = und << 1;
			und[0] = bin[i];
		end
	end
endmodule
module comparador (
    input logic [3:0] a,    
    input logic [1:0] b,
    output logic igual12,   
    output logic igual3
);
    assign igual12 = (a >= 4'd12);
    assign igual3 = (b >= 2'd3);
endmodule
    module controlador (
        input logic clk, reset,
        input logic a_igual12, b_igual12,
        input logic ta_igual3, tb_igual3,
        input logic Ba, Bb,
        output logic load_pa, clear_pa, load_ta, clear_ta, load_pb, clear_pb, load_tb, clear_tb,
        output logic fim_jogo
    );
        typedef enum logic [3:0] {
            INICIO, ESPERA, FILTROA,
            ADD_A, COMPARA_A, TENTO_A, COMPARA_TENTOA, FILTROB,
            ADD_B, COMPARA_B, TENTO_B, COMPARA_TENTOB, FINAL
        } state_t;
        state_t estado, prox_estado;
        always @(posedge clk or negedge reset) begin
            if (!reset) begin
                estado <= INICIO;
            end else begin estado = prox_estado;
        end
        end
        always @(estado, a_igual12, ta_igual3, b_igual12, tb_igual3, Ba, Bb) begin
            case (estado)
                INICIO: begin
                    load_pa <= 0;
                    clear_pa <= 1;
                    load_ta <= 0;
                    clear_ta <= 1;
                    load_pb <= 0;
                    clear_pb <= 1;
                    load_tb <= 0;
                    clear_tb <= 1;
                    fim_jogo <= 0;
                    prox_estado <= ESPERA;
                end
                ESPERA: begin
                    load_pa <= 0;
                    clear_pa <= 0;
                    load_ta <= 0;
                    clear_ta <= 0;
                    load_pb <= 0;
                    clear_pb <= 0;
                    load_tb <= 0;
                    clear_tb <= 0;
                    fim_jogo <= 0;
                    if (!Ba) begin
                        prox_estado <= FILTROA;
                    end else if (!Bb) begin
                        prox_estado <= FILTROB; 
                    end else begin
                         prox_estado <= ESPERA;
                    end
                end
                FILTROA: begin
                    load_pa <= 0;
                    clear_pa <= 0;
                    load_ta <= 0;
                    clear_ta <= 0;
                    load_pb <= 0;
                    clear_pb <= 0;
                    load_tb <= 0;
                    clear_tb <= 0;
                    fim_jogo <= 0;
                    if (!Ba) begin
                        prox_estado <= FILTROA;
                    end else begin
                         prox_estado <= ADD_A;
                    end
                end
                FILTROB: begin
                    load_pa <= 0;
                    clear_pa <= 0;
                    load_ta <= 0;
                    clear_ta <= 0;
                    load_pb <= 0;
                    clear_pb <= 0;
                    load_tb <= 0;
                    clear_tb <= 0;
                    fim_jogo <= 0;
                    if (!Bb) begin
                        prox_estado <= FILTROB;
                    end else begin
                         prox_estado <= ADD_B;
                    end
                end
                ADD_A: begin
                    load_pa <= 1;
                    clear_pa <= 0;
                    load_ta <= 0;
                    clear_ta <= 0;
                    load_pb <= 0;
                    clear_pb <= 0;
                    load_tb <= 0;
                    clear_tb <= 0;
                    fim_jogo <= 0;                   
                    prox_estado <= COMPARA_A;
                end
                ADD_B: begin
                    load_pa <= 0;
                    clear_pa <= 0;
                    load_ta <= 0;
                    clear_ta <= 0;
                    load_pb <= 1;
                    clear_pb <= 0;
                    load_tb <= 0;
                    clear_tb <= 0;
                    fim_jogo <= 0;                   
                    prox_estado <= COMPARA_B;
                end
                COMPARA_A: begin
                    load_pa <= 0;
                    clear_pa <= 0;
                    load_ta <= 0;
                    clear_ta <= 0;
                    load_pb <= 0;
                    clear_pb <= 0;
                    load_tb <= 0;
                    clear_tb <= 0;
                    fim_jogo <= 0;
                    if (a_igual12) begin
                        prox_estado <= TENTO_A;
                    end else begin
                        prox_estado <= ESPERA;
                    end
                end
                COMPARA_B: begin
                    load_pa <= 0;
                    clear_pa <= 0;
                    load_ta <= 0;
                    clear_ta <= 0;
                    load_pb <= 0;
                    clear_pb <= 0;
                    load_tb <= 0;
                    clear_tb <= 0;
                    fim_jogo <= 0;
                    if (b_igual12) begin
                        prox_estado <= TENTO_B;
                    end else begin
                        prox_estado <= ESPERA;
                    end
                end
                TENTO_A: begin
                    load_pa <= 0;
                    clear_pa <= 1;
                    load_ta <= 1;
                    clear_ta <= 0;
                    load_pb <= 0;
                    clear_pb <= 1;
                    load_tb <= 0;
                    clear_tb <= 0;
                    fim_jogo <= 0;
                    prox_estado <= COMPARA_TENTOA;
                end
                TENTO_B: begin
                    load_pa <= 0;
                    clear_pa <= 1;
                    load_ta <= 0;
                    clear_ta <= 0;
                    load_pb <= 0;
                    clear_pb <= 1;
                    load_tb <= 1;
                    clear_tb <= 0;
                    fim_jogo <= 0;
                    prox_estado <= COMPARA_TENTOB;
                end
                COMPARA_TENTOA : begin                   
                    load_pa <= 0;
                    clear_pa <= 0;
                    load_ta <= 0;
                    clear_ta <= 0;
                    load_pb <= 0;
                    clear_pb <= 0;
                    load_tb <= 0;
                    clear_tb <= 0;
                    fim_jogo <= 0;
                    if (ta_igual3) begin
                        prox_estado <= FINAL;
                    end else begin
                        prox_estado <= ESPERA;
                    end
                end
                COMPARA_TENTOB : begin                   
                    load_pa <= 0;
                    clear_pa <= 0;
                    load_ta <= 0;
                    clear_ta <= 0;
                    load_pb <= 0;
                    clear_pb <= 0;
                    load_tb <= 0;
                    clear_tb <= 0;
                    fim_jogo <= 0;
                    if (tb_igual3) begin
                        prox_estado <= FINAL;
                    end else begin
                        prox_estado <= ESPERA;
                    end
                end
                FINAL: begin
                    load_pa <= 0;
                    clear_pa <= 0;
                    load_ta <= 0;
                    clear_ta <= 0;
                    load_pb <= 0;
                    clear_pb <= 0;
                    load_tb <= 0;
                    clear_tb <= 0;
                    fim_jogo <= 1;
                    prox_estado <= FINAL;
                end
            endcase
        end
    endmodule
module datapath (
    input logic clk, reset,
    input logic load_pa, clear_pa, load_pb, clear_pb, load_ta, clear_ta, load_tb, clear_tb,
    output logic [3:0] pontos_a, pontos_b,
    output logic [1:0] tentos_a, tentos_b,
    output logic a_igual12, b_igual12, ta_igual3, tb_igual3
);
    logic [3:0] soma_pa, soma_pb;
    logic [1:0] soma_ta, soma_tb;
    somador somador_pa (.a(pontos_a), .b(4'd1), .soma(soma_pa));
    registrador reg_pa (.clk(clk), .reset(clear_pa), .load(load_pa), .d(soma_pa), .q(pontos_a));
    comparador comp_pa (.a(pontos_a), .igual12(a_igual12));
    somador somador_pb (.a(pontos_b), .b(4'd1), .soma(soma_pb));
    registrador reg_pb (.clk(clk), .reset(clear_pb), .load(load_pb), .d(soma_pb), .q(pontos_b));
    comparador comp_pb (.a(pontos_b), .igual12(b_igual12));
    somador somador_ta (.a2(tentos_a), .b2(2'd1), .soma2(soma_ta));
    registrador reg_ta (.clk(clk), .reset(clear_ta), .load(load_ta), .d(soma_ta), .q(tentos_a));
    comparador comp_ta (.b(tentos_a), .igual3(ta_igual3));
    somador somador_tb (.a2(tentos_b), .b2(2'd1), .soma2(soma_tb));
    registrador reg_tb (.clk(clk), .reset(clear_tb), .load(load_tb), .d(soma_tb), .q(tentos_b));
    comparador comp_tb (.b(tentos_b), .igual3(tb_igual3));
endmodule
module moduloprincipal (
    input logic clk, reset,
    input logic Ba, Bb,
    output logic fim_jogo,
    output logic [6:0] displayA_dezenas, displayA_unidades,
    output logic [6:0] displayB_dezenas, displayB_unidades,
    output logic [6:0] displayTentoA, displayTentoB
    );
    logic [3:0] pontos_a, pontos_b;
    logic [3:0] dezenaA, unidadeA;
    logic [3:0] dezenaB, unidadeB;
    logic [1:0] tentos_a, tentos_b;
    logic load_pa, clear_pa, load_pb, clear_pb, load_ta, clear_ta, load_tb, clear_tb;
    logic a_igual12, b_igual12, ta_igual3, tb_igual3;
    datapath datapath_inst (
        .clk(clk), .reset(reset),
        .load_pa(load_pa), .clear_pa(clear_pa), .load_pb(load_pb), .clear_pb(clear_pb), .load_ta(load_ta), .clear_ta(clear_ta), .load_tb(load_tb), .clear_tb(clear_tb),
        .pontos_a(pontos_a), .pontos_b(pontos_b),
        .tentos_a(tentos_a), .tentos_b(tentos_b),
        .a_igual12(a_igual12), .b_igual12(b_igual12),
        .ta_igual3(ta_igual3), .tb_igual3(tb_igual3)
    );
    controlador controlador_inst (
        .clk(clk), .reset(reset),
        .a_igual12(a_igual12), .b_igual12(b_igual12),
        .ta_igual3(ta_igual3), .tb_igual3(tb_igual3),
        .Ba(Ba), .Bb(Bb),
        .load_pa(load_pa), .clear_pa(clear_pa), .load_pb(load_pb), .clear_pb(clear_pb), .load_ta(load_ta), .clear_ta(clear_ta), .load_tb(load_tb), .clear_tb(clear_tb),
        .fim_jogo(fim_jogo)
    );
    bin2BCD converterA (
        .bin({4'b0000, pontos_a}),
        .dez(dezenaA),
        .und(unidadeA)
    );
    bin2BCD converterB (
        .bin({4'b0000, pontos_b}),
        .dez(dezenaB),
        .und(unidadeB)
    );
    always @(posedge clk) begin
        displayA_dezenas = converte(dezenaA);
        displayA_unidades = converte(unidadeA);
        displayB_dezenas = converte(dezenaB);
        displayB_unidades = converte(unidadeB);
        displayTentoA = converte({2'b00, tentos_a});
        displayTentoB = converte({2'b00, tentos_b});
    end
    function logic [6:0] converte(input logic [3:0] num);
        case (num)
            4'b0000: converte = 7'b1000000;
            4'b0001: converte = 7'b1111001;
            4'b0010: converte = 7'b0100100;
            4'b0011: converte = 7'b0110000;
            4'b0100: converte = 7'b0011001;
            4'b0101: converte = 7'b0010010;
            4'b0110: converte = 7'b0000010;
            4'b0111: converte = 7'b1111000;
            4'b1000: converte = 7'b0000000;
            4'b1001: converte = 7'b0010000;
            default: converte = 7'b1111111;  
        endcase
    endfunction
endmodule
module registrador (
    input logic clk,
    input logic reset,
    input logic load,
    input logic [3:0] d,    
    output logic [3:0] q    
);
    always_ff @(posedge clk or posedge reset) begin
        if (reset)
            q <= 4'b0;
        else if (load)
            q <= d;
    end
endmodule
module somador (
    input logic [3:0] a,    
    input logic [3:0] b,    
    output logic [3:0] soma,  
    input logic [1:0] a2,    
    input logic [1:0] b2,    
    output logic [1:0] soma2  
);
    assign soma = a + b;
    assign soma2 = a2 + b2;
endmodule
--- /design/flow/run.sh ---
#!/bin/bash
# OpenROAD 26Q1-2900-gdf79404cd8, Yosys 0.63+post, stock flow scripts
make -C /OpenROAD-flow-scripts/flow DESIGN_CONFIG=/design/flow/config.mk WORK_HOME=/design/flow/orfs finish
--- /design/flow/config.mk ---
export PLATFORM = sky130hd
export DESIGN_NAME = moduloprincipal
export DESIGN_NICKNAME = moduloprincipal
export VERILOG_FILES = /design/flow/design.v
export SDC_FILE = /design/flow/constraint.sdc
export NUM_CORES = 4
export LEC_CHECK = 1
export CORE_UTILIZATION = 50
--- /design/flow/constraint.sdc ---
current_design moduloprincipal

set clk_period 2.0
set clk_io_pct 0.2

create_clock -name clk0 -period $clk_period [get_ports {clk}]

set non_clock_inputs [all_inputs -no_clocks]
set_input_delay [expr $clk_period * $clk_io_pct] -clock clk0 $non_clock_inputs
set_output_delay [expr $clk_period * $clk_io_pct] -clock clk0 [all_outputs]
==> ci_impl_report.md <==
### Flow metrics

| Metric | Value |
|---|---|
| Run status | `finished clean` |
| Synthesis area per yosys | `roughly 0.0025 mm²` |
| Initial core utilization | `52.9%` |
| Final Max Slew Viols | `0` |
| I/O pin count | `about 47` |
| First-pass GRT wire length | `7170 µm` |
| Fin worst setup slack | `0.105 ns` |
| Worst-path clk slew | `0.09 ns` |
| Top cells by count | `ha_1 (27), dfxtp_1 (26), inv_1 (22), nor2_1 (18)` |
| Filler instances | `412` |
| Number of max-cap violations | `0` |
| Fin. Hold Viols | `0` |
| Root Driver | `clkbuf_8` |
| Post-synthesis async set-or-reset flop share | `30.2%` |
| Hold Slack | `between 0.3 and 0.4 ns` |
| Die area | `0.00538 mm²` |
| Max clock buf depth | `2` |
| Area leader, netlist | `dfxtp_1` |
| First-pass DRT Iterations | `6` |
| Post-synth top area share | `20.4%` |
| Startpoint types | `register` |
| Yosys reg bits | `53` |
| PwrDens | `about 480 mW/mm²` |
| Crit-path max FO | `4` |
| Worst VDD drop | `0.386 mV` |
| Leakage power | `0.00140 µW` |
| OpenROAD warnings | `46` |
| HP Class | `in2async` |
| DRT iter0 DRCs | `45` |
| Synth Cell Area | `0.00255 mm²` |
| Critical path endpoint | `displayA_unidades[4]` |
| Port bufs | `38` |
| Antenna cell count | `0` |
| Setup crit end kind | `register` |
| Half-perimeter wire length after placement | `about 3100 µm` |
| Post-synth EDFFs | `0` |
| Synth Warn # | `8` |
| Initial antenna violation count | `0` |
| Number of cells in Yosys stat | `~270` |
| Top cells by area, synth | `dfxtp_1 (20%), dfrtp_1 (16%), ha_1 (13%), dlxtn_1 (6.5%), buf_4 (4.7%)` |
| Worst-case clock skew | `0.0100 ns` |
| Launch point of the worst reg-to-reg path | `datapath_inst.reg_pa.q[1]` |
| # H-tree levels | `2` |
| Routed length per placed instance | `about 11 µm` |
| Register pins left without a clock | `11` |
| Share of cells above drive strength 1 | `14.7%` |
| WL final | `4080 µm` |
| Crit path kind | `reg2reg` |
| Endpoints left unconstrained | `16` |
| Post-CTS Hold Fix Bufs | `0` |
| Routability cong. | `0.812` |
| Critical Path RT | `~2.2 ns` |
| Post-Syn Instances | `265` |
| Core area | `slightly below 0.005 mm²` |
| CTS Buf Count | `5` |
| Flop2flop setup slack | `0.11 ns` |
| Total GRT Usage | `17.2%` |
| RSZ-0062 raised after global routing | `yes` |
| Final min period | `1.89 ns` |
| Main flop type | `dfxtp_1` |
| Setup WS pre-CTS | `just under 0.03 ns` |
| Top-count cell post-synth | `ha_1` |
| Vias in the first global route | `roughly 1700` |
| Clock Latency Late Sink | `0.29 ns` |
| R2r endpoint | `displayA_unidades[4]` |
| Netlist cell types | `50` |
| Crit path launch | `datapath_inst.reg_pa.q[1]` |
| Largest net degree at the start of global routing | `17` |
| Tcrit/Tclk final | `94.7%` |
| Die height | `73.4 µm` |
| Layout overhead on the synthesized area | `24.0%` |
| Total power | `1520 µW` |
| Final setup fails | `0` |
| Site row count | `25` |
| TritonCTS clock tree | `done` |
| Post-DRT Antenna Nets | `0` |
| Die width | `73.4 µm` |
| Worst Max-Slew Pin Slew | `0.591 ns` |
| Post-DR vias/cell | `4.95` |
| Max-slew headroom | `60.5%` |
| R2R depth | `11` |
| Gr ovfl total | `0` |
| Vias | `roughly 1800` |
| Arrival time at the worst endpoint | `2.08 ns` |
| DRC errors left | `0` |
| Highest clock rate | `0.528 GHz` |
| Syn_area_per_cell | `9.61 µm²` |
-- worst min-delay path by stage --
stage	endpoint	slack, ns	cells after the start
finish	controlador_inst.estado[0]	0.31	1
global route	controlador_inst.estado[0]	0.30	1
CTS	controlador_inst.estado[0]	0.30	1
-- cell type report --
cell class	instances	area, µm²	area share [%]
sequential	53	1090	34.4
clock buffer	5	68.8	2.18
clock inverter	3	45.0	1.43
inverter	22	85.1	2.69
timing repair buffer	51	478	15.1
tap	67	83.8	2.65
multi-input combinational	172	1310	41.5
-- metrics by stage --
stage          cell area (µm²)  instances  utilization, %  setup TNS, ns
6_report                  3160        373            65.6              0
5_1_grt                   3160        373            65.6        -0.0164
4_1_cts                   3120        370            64.8              0
3_5_place_dp              3000        362            62.2              0
3_3_place_gp              3000        362            62.2              0
2_1_floorplan             2630        271               -        -0.0476
-- sequential cells by signal (all words and copies together), names as in the netlist --
name,count
datapath_inst.reg_pb.q,4
displayA_unidades,7
controlador_inst.clear_tb,1
controlador_inst.prox_estado,4
displayTentoA,5
datapath_inst.reg_tb.q,2
displayA_dezenas,1
datapath_inst.reg_ta.q,2
controlador_inst.load_tb,1
displayB_dezenas,1
controlador_inst.load_ta,1
displayB_unidades,7
controlador_inst.load_pa,1
displayTentoB,5
controlador_inst.load_pb,1
controlador_inst.estado,4
controlador_inst.fim_jogo,1
datapath_inst.reg_pa.q,4
controlador_inst.clear_pb,1
-- metal layers --
metal	wire, µm	track usage (%)	share of wire (%)
met4	65	2.78	1.6
met3	209	2.22	5.1
met5	0	0	0
met2	1900	29.2	46
met1	1910	24.9	47
-- what timing repair did --
action / in CTS / in global routing
resized: 1 / 4
buffers inserted: 0 / 3
setup endpoints to repair: 1 / 5
pin swaps: 1 / 3
-- cell usage in the layout (no fill, tap or decap), types with 3 or more instances in the layout --
| master | Yosys | final |
|---|---|---|
| buf_4 | 16 | 13 |
| xnor2_1 | 5 | 4 |
| inv_2 | 0 | 3 |
| inv_1 | 22 | 18 |
| o21ai_0 | 11 | 11 |
| nor2b_1 | 8 | 8 |
| nand2_1 | 12 | 12 |
| ha_1 | 27 | 24 |
| conb_1 | 2 | 8 |
| dfxtp_1 | 26 | 26 |
| xor2_1 | 4 | 4 |
| a22oi_1 | 3 | 3 |
| nor3_1 | 9 | 8 |
| dlxtn_1 | 11 | 11 |
| ha_4 | 0 | 3 |
| nand3_1 | 5 | 5 |
| mux2i_1 | 4 | 4 |
| dfrtp_1 | 16 | 15 |
| a21o_1 | 4 | 4 |
| o21ai_1 | 5 | 5 |
| clkdlybuf4s50_1 | 0 | 38 |
| a21oi_1 | 12 | 12 |
| nor2_1 | 18 | 17 |
| clkbuf_8 | 0 | 5 |
-- critical path, stage by stage (launching register included) --
cell and delay [ns]:
dfrtp_2 0.44, inv_2 0.09, ha_4 0.12, inv_2 0.04, ha_4 0.16, a21oi_4 0.17
xnor2_4 0.17, ha_4 0.18, nor2_1 0.04, a211oi_1 0.16, a21oi_1 0.06, a21o_1 0.15
-- where the power goes --
part           switching (µW)  internal (µW)  total, µW
Clock                     290            371        661
Combinational            8.45           12.1       20.6
Sequential              0.632            842        843
Total                     299           1230       1520
-- logic make-up after synthesis --
| group | Yosys count | synth area share [%] |
|---|---|---|
| simple gates | 67 | 13.7 |
| compound gates | 53 | 13.7 |
| buf+inv | 46 | 9.58 |
| flops | 42 | 36.2 |
| fa+ha+maj | 27 | 13.3 |
| latches | 11 | 6.49 |
| xor+xnor | 10 | 3.73 |
| mux | 7 | 3.05 |
| other cells | 2 | 0.295 |
Power is estimated from default activity; no workload was simulated.
